==> design/flow/design.v <==
`timescale 1ns / 1ps
module top(
    clk, 
	rst,
	result1,
	result2,
    AN,
    A,
    B,
    C,
    D,
    E,
    F,
    G
);
input clk, rst;
input [31:0] result1, result2;
output A, B, C, D, E, F, G;
output reg [7:0] AN;
reg [20:0] counter;
reg [2:0] state;
reg [6:0] seg_number,seg_data;
reg [12:0] answer_number1, answer_number2;
always@(posedge clk)begin
	if(rst) begin
		answer_number1 <= 13'd0;
		answer_number2 <= 13'd0;
	end
	else begin
		  answer_number1 <= result1[12:0];
		  answer_number2 <= result2[12:0];
	end
end
always@(posedge clk) begin
  counter <= (counter<=100000) ? (counter + 1) : 0;
  state   <= (counter==100000) ? (state + 1)  : state;
	case(state)
		0:begin
			seg_number <= answer_number1/1000;
			AN <= 8'b0111_1111;
		end
		1:begin
			seg_number <= (answer_number1/100)%10;
			AN <= 8'b1011_1111;
		end
		2:begin
			seg_number <= (answer_number1/10)%10;
			AN <= 8'b1101_1111;
		end
		3:begin
			seg_number <= answer_number1%10;
			AN <= 8'b1110_1111;
		end
		4:begin
			seg_number <= answer_number2/1000;
			AN <= 8'b1111_0111;
		end
		5:begin
			seg_number <= (answer_number2/100)%10;
			AN <= 8'b1111_1011;
		end
		6:begin
			seg_number <= (answer_number2/10)%10;
			AN <= 8'b1111_1101;
		end
		7:begin
			seg_number <= answer_number2%10;
			AN <= 8'b1111_1110;
		end
		default: state <= state;
	endcase 
end  
assign {G,F,E,D,C,B,A} = seg_data;
always@(posedge clk) begin  
  case(seg_number)
	16'd0:seg_data <= 7'b1000000;
	16'd1:seg_data <= 7'b1111001;
	16'd2:seg_data <= 7'b0100100;
	16'd3:seg_data <= 7'b0110000;
	16'd4:seg_data <= 7'b0011001;
	16'd5:seg_data <= 7'b0010010;
	16'd6:seg_data <= 7'b0000010;
	16'd7:seg_data <= 7'b1011000;
	16'd8:seg_data <= 7'b0000000;
	16'd9:seg_data <= 7'b0010000;
	default: seg_number <= seg_number;
  endcase
end
endmodule
==> design/flow/run.sh <==
#!/bin/bash
# OpenROAD 26Q1-2900-gdf79404cd8, Yosys 0.63+post, stock flow scripts
make -C /OpenROAD-flow-scripts/flow DESIGN_CONFIG=/design/flow/config.mk WORK_HOME=/design/flow/orfs finish
==> design/flow/config.mk <==
export PLATFORM = sky130hd
export DESIGN_NAME = top
export DESIGN_NICKNAME = top
export VERILOG_FILES = /design/flow/design.v
export SDC_FILE = /design/flow/constraint.sdc
export NUM_CORES = 4
export LEC_CHECK = 1
export CORE_AREA = 10 10 91 91
export DIE_AREA = 0 0 101 101
==> design/flow/constraint.sdc <==
current_design top

set clk_period 2.5
set clk_io_pct 0.2

create_clock -name clk0 -period $clk_period [get_ports {clk}]

set non_clock_inputs [all_inputs -no_clocks]
set_input_delay [expr $clk_period * $clk_io_pct] -clock clk0 $non_clock_inputs
set_output_delay [expr $clk_period * $clk_io_pct] -clock clk0 [all_outputs]
==> flow_summary.toml <==
# yosys + openroad results
[global_route]
grt_pass1_wl_um = 3774
antenna_found_initial = 0
grt_pass1_vias = 874
grt.overflow.total = 0
groute.usage.overall_pct = 4.291
grt_max_degree = 18

[drt]
wl_per_cell_um = 9.335
drt-total-wl_um = 2147
first_pass_iters = 5
drt-initial-drc-count = 38
diodes = 0
ant_nets = 0
vias = 912
via_per_inst = 3.965
drc = 0

[sta]
tns_ns = 0
finalCriticalPeriod_ns = 1.929
rsz0062_at_grt = "false"
slew_headroom_pct = 61.90
hold_viol_final = 0
finalClockPeriodUsage_pct = 77.16
clock_skew_ns = 0.005080
worst_pin_slew_ns = 0.5663
fmax_ghz = 0.5184
finalSetupViolations = 0
drv_slew = 0

[floorplan]
die_y_um = 101
io_pins = 81
initial_core_util_pct = 21.71
core.rowCount = 29
core_area_um2 = 6350
chip_area_um2 = 10200
die_x_um = 101

[placement]
dpl.hpwl_um = 1507
place_area_um2 = 1500
place_congestion = 0.7935
io_buffer_count = 8

[layout]
drive_gt1_share_pct = 5.882
mostFrequentLayoutCell = "dfxtp_1"
nFillCells = 666
mostFrequentLayoutCells = "dfxtp_1, nor2_1, conb_1"
area_growth_pct = 16.61
fin_area_um2 = 1608

[clocking]
clockBufferDepth = 2
clk_pin_slew_ns = 0.06
cts_hold_buf = 0
cts_buffers = 5
insertion_delay_ns = 0.28
cts_tree = "done"
htreeDepth = 2
cts_resized = 0
post-cts-setup-buffers = 0
clock-sinks = 32
clockRootBuffer = "clkbuf_8"

[worst_setup_path]
crit_chain = "inv_1 > ha_1 > nor4b_1 > nand4_1 > nor4_1"
worst-r2r-cell-count = 5
cp-end-kind = "flip-flop"
max_stage_delay_ns = 0.57
cp_max_fo = 5
crit_required_ns = 2.42
arrival_ns = 1.85
cp-start-kind = "flip-flop"
crit_type = "flip-flop to flip-flop"
slowest_stage = "nor4_1"

[worst_hold_path]
hold_depth = 1
hold_class = "flip-flop to flip-flop"

[synth]
ys_seq_share_pct = 48.64
syn_inst = 139
ys_area_um2 = 1379
ys_warn_count = 15
numSynthFlops = 32
syn_area_um2 = 1379
ys_cells = 139
synth_area_per_cell_um2 = 9.920
ys_types = 34

[flow_run]
warning_count = 95
drv_cap = 0

[power]
p_per_area_nw_per_um2 = 623.0
power.leakage_nw = 0.5678
ir_drop_v = 0.0003955

[status]
status = "finished, final reports clean"
final timing paths:
path / startpoint / to / slack [ns]
setup / recovery: counter[0] / state[1] / 0.57
hold reg to reg: counter[0] / counter[0] / 0.47
setup reg to reg: counter[0] / state[1] / 0.57
hold / removal: counter[0] / counter[0] / 0.47
metrics by stage:
| stage | worst slack (ns) | util, % | power, W | hold slack [ns] | instances |
|---|---|---|---|---|---|
| final | 0.5711 | 25.32 | 0.001002 | 0.4742 | 230 |
| after global routing | 0.4009 | 25.32 | 0.001043 | 0.5239 | 230 |
| after CTS | 0.5784 | 25.32 | 0.001015 | 0.4785 | 230 |
| after detailed placement | 0.6050 | 23.63 | 0.0005389 | 0.4643 | 222 |
| after global placement | 0.5771 | 23.63 | 0.0005389 | 0.4510 | 222 |
| after floorplan | 0.8187 | - | 0.0005463 | 0.4366 | 149 |
registers in the layout, summed over array words and instances (netlist names):
register / cells
counter: 21
AN: 8
state: 3
cells in the mapped netlist:
master     n  area share, %
nor4bb_1   1           0.73
xnor2_1    5            3.2
nor4_1     3            1.4
and2_1     1           0.45
xor2_1     7            4.4
o31ai_1    2            1.1
nand3_1    4            1.5
inv_1      8            2.2
buf_4      7            3.8
or4_4      1           0.82
nor4b_1    1           0.64
nand3b_1   2            1.1
and3_1     2           0.91
nor2b_4    1            1.0
nor2_1    15            4.1
a211oi_1   1           0.54
or3_1      5            2.3
buf_6      1           0.82
nand4_1    8            3.6
ha_1       8            7.3
dfxtp_1   29             42
a21oi_1    3            1.1
o21ai_0    2           0.73
nor3_1     1           0.36
edfxtp_1   3            6.5
clkbuf_1   1           0.27
clkbuf_2   1           0.36
a211o_1    1           0.64
conb_1     1           0.27
or4_1      3            1.6
and4_1     1           0.64
buf_8      1            1.1
nand2_1    8            2.2
buf_2      1           0.36
area by class of cell:
| cell class | count | area [um2] | share of cell area, % |
|---|---|---|---|
| inverter | 8 | 30.03 | 1.868 |
| clock buffer | 6 | 72.57 | 4.514 |
| tap | 77 | 96.34 | 5.992 |
| clock inverter | 2 | 35.03 | 2.179 |
| timing repair buffer | 8 | 80.08 | 4.981 |
| multi-input combinational | 97 | 623.1 | 38.75 |
| sequential | 32 | 670.6 | 41.71 |
cell families after synthesis:
family                   count (synthesis)  share of synthesized area, %
XOR/XNOR                                12                         7.622
flip-flops                              32                         48.64
AND/OR/NAND/NOR                         57                         23.23
buffers and inverters                   20                         8.892
other                                    1                        0.2720
AND-OR/OR-AND                            9                         4.083
adder cells (fa/ha/maj)                  8                         7.260
power by group:
group | leakage [nW] | switching [W] | total (W) | internal [W]
Combinational | 0.249 | 0.00000409 | 0.00000534 | 0.00000125
Clock | 0.0552 | 0.000179 | 0.000475 | 0.000295
Sequential | 0.264 | 0.00000134 | 0.000522 | 0.000520
Total | 0.568 | 0.000185 | 0.00100 | 0.000817
critical path: cells and delay by family, from the launching register on:
family	cells	cell delay, ns
simple gates	3	1.03
fa+ha+maj	1	0.13
buf+inv	1	0.07
flops	1	0.34
layer usage:
metal | global-route usage, % | up-vias | share of wire [%]
met5 | 0 | - | 0
met4 | 0.8574 | 0 | 1.6
met3 | 1.455 | 5 | 5.9
met2 | 6.290 | 16 | 43
met1 | 6.045 | 404 | 50
li1 | - | 487 | -
Power is estimated from default activity; no workload was simulated.
